--- flow/run.sh ---
#!/bin/bash
# OpenROAD 26Q1-2900-gdf79404cd8, Yosys 0.63+post, stock flow scripts
make -C /OpenROAD-flow-scripts/flow DESIGN_CONFIG=/design/flow/config.mk WORK_HOME=/design/flow/orfs finish
--- flow/config.mk ---
export PLATFORM = sky130hd
export DESIGN_NAME = PCAdd
export DESIGN_NICKNAME = PCAdd
export VERILOG_FILES = /design/flow/design.v
export SDC_FILE = /design/flow/constraint.sdc
export NUM_CORES = 4
export LEC_CHECK = 1
export CORE_UTILIZATION = 30
--- flow/constraint.sdc ---
current_design PCAdd

set clk_period 20.8
set clk_io_pct 0.2

create_clock -name clk0 -period $clk_period

set non_clock_inputs [all_inputs -no_clocks]
set_input_delay [expr $clk_period * $clk_io_pct] -clock clk0 $non_clock_inputs
set_output_delay [expr $clk_period * $clk_io_pct] -clock clk0 [all_outputs]
--- flow/design.v ---
module PCAdd(PCaddr, PCSrc, Offset, PCNext);
    input [31: 0] PCaddr;
    input PCSrc;
    input [31: 0] Offset; 
    output [31: 0] PCNext;
    assign PCNext = PCaddr + 4 + ((PCSrc == 0) ? 0 : Offset << 2);
endmodule
==> CHANGELOG.md <==
### Implementation results

- Logic pwr share: 100.0%
- Drt wl/cell: 11.9 um
- Gr ovfl total: 0
- PortBufs: 91
- Hold path cells: 0
- Hold Crit Start: PCaddr[0]
- RSZ-0062 raised after global routing: no
- Initial detailed-routing violation count: 71
- DPL Wire Length: 4810 um
- Flops: 0
- Peak supply drop: 0.0130 mV
- Vias: 2345
- Max-slew violations: 0
- Synth Seq Share: 0%
- Fin crit period: 12070 ps
- Clock buffers: 0
- Cell count after synthesis: 291
- Initial antenna violation count: 0
- Final Hold Viols: 0
- Worst-path maximum fanout: 20
- Worst slew pin tran: 505 ps
- Max Cap Violations: 0
- FP Rows: 30
- Remaining DRCs: 0
- Fmax achieved: 82.9 MHz
- Pin count of the biggest net entering global routing: 21
- Hold crit path type: primary input to output pin
- N_diodes: 0
- Area grow syn2layout: 45.0%
- Clock share of power: 0%
- Pwr Density: 30.7 mW/mm2
- WL final: 5530 um
- Antenna-violating nets left: 0
- Worst Hold Endpoint: PCNext[0]
- Internal: 56.8 uW
- Status: finished clean
- Via/cell ratio: 5.03
- Synth area leader: ha_1
- Max transition margin: 65.9%
- Chip area: 0.00754 mm2
- DRT Pass-1 Iters: 4
- Vias in the first global route: 2212
- Sw Ratio: 41.0%
- Storage cell area: 0 um2
- Core area: 0.00687 mm2
- Leakage: 0.00139 uW
- Most instantiated library cell after synthesis: ha_1
- Synth cell count leaders: ha_1 (57), and2_1 (31), a21oi_1 (29)
- Final period utilization: 58.0%
- Sw power: 39.4 uW
- Fillers: 691
- Fraction of layout cells with a size suffix above 1: 1.35%
- Final Wtd Congestion: 0.842
- Final setup fails: 0
- Die height: 86.8 um
- Setup TNS: 0 ps
- Yosys warns: 0
- Post-synth area hogs: ha_1 (33%), and2_1 (9.0%), xnor2_1 (7.7%), a21oi_1 (6.7%), nand2_1 (4.2%)
- First-pass GRT wire length: 9320 um
- Post-synthesis area per instance: 7.42 um2
- Critical Path Start Type: primary input
- Arrival @ worst endpoint: 7910 ps
- CP Class: primary input to output pin
- Postcts setup bufs: 0
- Hold WS: 8320 ps
- Cell Type Count: 44
- Top cell area share: 33.0%
- Boundary Pins: 97
- Yosys Chip Area: 0.00216 mm2
- Tally of OpenROAD warnings: 34
- Global-route usage over all layers: 15.1%
- Share of power burned in registers: 0%
- Crit path DRT: 16640 ps
- Die width: 86.8 um
- Hold-fix buffers, CTS: 0
- CP Capture Type: output pin
- Core Util at FP: 31.4%
- Cell Area, Synth: 0.00216 mm2
- Post-synthesis cell count from yosys: 291
- Post-CTS Resized: 0
-- area by class of cell --
type               instances  area, um2  area share (%)
repair buffers            92        918            29.3
inverters                  9       33.8            1.08
well taps                 96        120            3.84
multi-input cells        269       2060            65.7
-- power groups by stage --
stage     logic (uW)  registers [uW]  clock network [uW]
6_report        96.2               0                   0
5_1_grt          108               0                   0
4_1_cts         97.8               0                   0
-- critical path, stage by stage --
cell and delay [ps]:
clkdlybuf4s50_1 680, buf_4 280, and2_1 150, ha_1 220, ha_1 410, and3_4 240, a221oi_4 380, o21bai_1 220
a21oi_1 360, o31ai_1 170, xor2_1 160, clkdlybuf4s50_1 480
-- per-layer routing --
metal,GRT usage (%),up-vias,wire (um)
met2,24.5,82,2390
met3,2.51,4,453
met1,22.0,1020,2640
met4,1.06,0,40
li1,-,1239,-
met5,0,-,0
-- worst max-delay path by stage --
stage	startpoint	to	slack, ps
after global routing	PCSrc	PCNext[29]	8430
final	PCSrc	PCNext[29]	8730
after CTS	PCSrc	PCNext[28]	8640
-- layout by cell type, fill, tap and decap left out, drive strengths merged, types with 6 or more instances in the layout --
| cell type | netlist | layout |
|---|---|---|
| inv | 9 | 9 |
| xnor2 | 19 | 19 |
| nand3 | 8 | 8 |
| a31oi | 6 | 6 |
| xor2 | 7 | 7 |
| ha | 57 | 57 |
| a21oi | 29 | 29 |
| a21o | 8 | 8 |
| nor2 | 14 | 14 |
| nor3 | 6 | 6 |
| and2 | 31 | 31 |
| o21ai | 15 | 15 |
| nand2 | 24 | 24 |
| clkdlybuf4s50 | 0 | 91 |
-- per-stage QoR --
| stage | setup slack (ps) | power [uW] | cell area [um2] | cells | util (%) |
|---|---|---|---|---|---|
| after floorplan | 9910 | 49.9 | 2160 | 291 | - |
| after global placement | 8650 | 96.9 | 3130 | 466 | 45.6 |
| after detailed placement | 8650 | 97.0 | 3130 | 466 | 45.6 |
| after CTS | 8640 | 97.8 | 3130 | 466 | 45.6 |
| after global routing | 8430 | 108 | 3130 | 466 | 45.6 |
| final | 8730 | 96.2 | 3130 | 466 | 45.6 |
-- cell families (layout without fill, tap and decap cells) --
logic type | Yosys count | after routing | share of synthesized area, %
and+or+nand+nor | 97 | 97 | 23.8
AOI/OAI and AO/OA | 88 | 88 | 27.0
adders and majority gates | 58 | 58 | 34.0
xor gates and xnor gates | 26 | 26 | 10.6
buffers and inverters | 22 | 101 | 4.70
No activity file was given, so power comes from the tool's default toggle rates.
