<file path="flow/config.mk">
export PLATFORM = sky130hd
export DESIGN_NAME = IR
export DESIGN_NICKNAME = IR
export VERILOG_FILES = /design/flow/design.v
export SDC_FILE = /design/flow/constraint.sdc
export NUM_CORES = 4
export LEC_CHECK = 1
export CORE_AREA = 10 10 109 109
export DIE_AREA = 0 0 119 119
</file>
<file path="flow/constraint.sdc">
current_design IR

set clk_period 1.0
set clk_io_pct 0.2

create_clock -name clk0 -period $clk_period [get_ports {CLK}]

set non_clock_inputs [all_inputs -no_clocks]
set_input_delay [expr $clk_period * $clk_io_pct] -clock clk0 $non_clock_inputs
set_output_delay [expr $clk_period * $clk_io_pct] -clock clk0 [all_outputs]
</file>
<file path="flow/design.v">
`timescale 1ns / 1ps
module IR(
        input CLK,
        input IRWre,
        input [31:0] instruction,
        output reg[31:0] out
    );
    initial begin
        out = 0;
    end
    always@(posedge CLK) begin
        if (IRWre) begin
            out <= instruction;
        end
        else begin
            out <= out;
        end
    end
endmodule
</file>
<file path="flow/run.sh">
#!/bin/bash
# OpenROAD 26Q1-2900-gdf79404cd8, Yosys 0.63+post, stock flow scripts
make -C /OpenROAD-flow-scripts/flow DESIGN_CONFIG=/design/flow/config.mk WORK_HOME=/design/flow/orfs finish
</file>
==> impl_metrics.csv <==
group,metric,value,unit
routing,drt-total-wl,3.040,mm
pwr,finalPower,2.795,mW
setup_path,critPathArrivalTime,780,ps
clocking,holdBufCountCts,0,
logic_synthesis,yosysMostFrequentCell,"edfxtp_1",
final_layout,nMultiInputCombCells,0,
routing,drtPass1Iterations,2,
clocking,htree_levels,2,
setup_path,required,800,ps
floorplanning,coreArea,9639,um^2
pwr,p_sw,0.5484,mW
floorplanning,die_h,119,um
global_routing,first_global_vias,653,
routing,vias,580,
routing,first_iter_violations,23,
worst_hold_path,hold_class,"in2reg",
setup_path,crit_chain,"buf_2",
logic_synthesis,yosys-stat-cells,32,
routing,num_antenna_cells,0,
timing,finalHoldViolations,0,
timing,setup-tns-final,0,ps
final_layout,final.fill_count,1073,
clocking,clk_path_buf_depth,2,
logic_synthesis,edf_count,32,
job,tool_warnings,27,
setup_path,critical-path-top-delay-family,"flip-flops",
clocking,clock-sinks,32,
logic_synthesis,numSynthFlops,32,
logic_synthesis,flop_cell,"edfxtp_1",
routing,avgRoutedWirePerCell,12.72,um
global_routing,antenna_found_initial,2,
setup_path,cp.depth,1,
setup_path,slowest_stage,"edfxtp_1",
floorplanning,ioPinCount,66,
pwr,clkPwrFrac,33.5,%
final_layout,regMostFlops,"out",
setup_path,crit_start,"out[5]",
setup_path,endpoint_kind,"output pin",
logic_synthesis,synth_area,960.9,um^2
pwr,p_leak,0.6235,nW
pwr,internal_power,2.246,mW
routing,drc,0,
floorplanning,fp.dieW,119,um
logic_synthesis,yosysUniqueCellTypes,1,
place,port_buffers,65,
pwr,switching_share,19.62,%
status,outcome,"finished, final reports clean",
setup_path,cp_max_fo,1,
timing,fmaxAchievable,1021,MHz
clocking,root_buffer,"clkbuf_8",
floorplanning,chip_area,14160,um^2
place,hpwl,2.488,mm
pwr,p_seq_share,57.7,%
logic_synthesis,yosys.area.top_type,"edfxtp_1",
final_layout,comb_area,0,um^2
global_routing,grtUsageTotal,4.137,%
timing,slew_headroom,90.46,%
job,maxCapViolations,0,
logic_synthesis,yosysChipArea,960.9,um^2
timing,setup_viol,0,
global_routing,grt_pass1_wl,4.381,mm
routing,drt.antenna.violating_nets,0,
pwr,p_comb_share,8.8,%
global_routing,grt_max_degree,25,
routing,vias_per_cell,2.427,
clocking,cts_tree,"yes",
timing,tightest_slew,143.1,ps
setup_path,cpPeakStageDelay,370,ps
final_layout,top_regs,"out (32)",
final_layout,syn_to_final_growth,78.78,%
setup_path,endpoint,"out[5]",
logic_synthesis,topCellsByArea,"edfxtp_1",
logic_synthesis,netlist_instances,32,
logic_synthesis,syn_avg_cell_area,30.03,um^2
clocking,numCtsBuffers,5,
pwr,cellPowerDensity,1627,nW/um^2
logic_synthesis,synth_seq_share,100.0,%
timing,rsz0062_at_grt,"true",
global_routing,grt_overflow,0,
logic_synthesis,top_cell_area_share,100.0,%
clocking,path_clk_slew,70,ps
timing,min_period_over_period,97.92,%
clocking,post_cts_buffers,0,
setup_path,cp.buffers_inverters,1,
final_layout,largest_reg_flops,32,
final_layout,drive_gt1_share,38.68,%
timing,finalMaxSlewViolations,0,
place,place_congestion,0.6392,
floorplanning,row_count,36,
timing,period_minus_slack,979.2,ps
pwr,ir_worst_vdd,405.7,uV
setup_path,worstSetupPathType,"reg2out",
setup_path,startpoint_type,"flip-flop",
logic_synthesis,async_flop_share,0,%
floorplanning,fp_util,9.969,%
logic_synthesis,ys.warnings.count,1,
logic_synthesis,common_cells,"edfxtp_1",
-- layout make-up --
cell class	count	area [um^2]	share of cell area [%]
Sequential cell	32	960.9	55.94
Clock inverter	1	5.005	0.2913
Tap cell	133	166.4	9.687
Clock buffer	6	72.57	4.224
Timing Repair Buffer	67	513.0	29.86
-- layout by cell type (no fill, tap or decap) --
master | Yosys | routed
clkbuf_8 | 0 | 5
clkinv_2 | 0 | 1
clkbuf_1 | 0 | 1
buf_12 | 0 | 1
clkdlybuf4s50_1 | 0 | 32
buf_4 | 0 | 1
edfxtp_1 | 32 | 32
buf_2 | 0 | 33
-- power by group through the flow --
stage	Clock [mW]	Combinational, mW	Sequential [mW]
4_1_cts	1.00	0.259	1.61
5_1_grt	1.04	0.273	1.63
6_report	0.936	0.246	1.61
-- cells by family (layout without fill, tap and decap cells) --
kind of cell | count (synthesis) | in the layout | synth area share [%]
DFF | 32 | 32 | 100.0
buffers and inverters | 0 | 74 | 0
-- per-stage QoR --
stage / instances / setup WS [ps] / utilization (%) / hold WS (ps) / cell area, um^2
2_1_floorplan: 32 / 501.3 / - / 298.9 / 960.9
3_3_place_gp: 232 / -26.49 / 18.68 / 624.7 / 1800
3_5_place_dp: 232 / -24.25 / 18.68 / 627.1 / 1800
4_1_cts: 239 / -6.709 / 17.82 / 325.3 / 1718
5_1_grt: 239 / -33.39 / 17.82 / 340.0 / 1718
6_report: 239 / 20.81 / 17.82 / 334.7 / 1718
-- routing by layer --
layer  wire length [um]  track usage, %  vias up
met1               1225           4.755      248
met2               1249           5.740       46
met5                 23               0        -
li1                   -               -      275
met3                522           3.789        7
met4                 19          0.5344        4
-- worst min-delay path by stage --
| stage | startpoint | endpoint | slack, ps | depth (start not counted) |
|---|---|---|---|---|
| final | IRWre | out[9] | 330 | 2 |
| after global routing | IRWre | out[9] | 340 | 2 |
| after CTS | IRWre | out[9] | 330 | 2 |
-- timing repair --
item	CTS	global route
setup endpoints to repair	32	18
endpoints found under the hold margin	0	0
resized	100	0
Power figures rest on the tool's default switching activity, not on a simulated workload.
