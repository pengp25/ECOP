===== flow/design.v =====
`timescale 1ns / 1ps
module DataMEM(
    input CLK,
    input RD,
    input WR,
    input [31:0] DAddr,
    input [31:0] DataIn,
    output reg [31:0] DataOut
    );
    initial begin 
        DataOut <= 16'b0;
    end
    reg [7:0] ram [0:31];      
    always@(RD or DAddr) begin
        DataOut[7:0] = RD ? ram[DAddr + 3] : 8'bz;      
        DataOut[15:8] = RD ? ram[DAddr + 2] : 8'bz;     
        DataOut[23:16] = RD ? ram[DAddr + 1] : 8'bz;     
        DataOut[31:24] = RD ? ram[DAddr] : 8'bz;
    end
    always@(posedge CLK) begin   
        if(WR) begin
                ram[DAddr] = DataIn[31:24];    
                ram[DAddr + 1] = DataIn[23:16];
                ram[DAddr + 2] = DataIn[15:8];     
                ram[DAddr + 3] = DataIn[7:0];    
         end
    end
endmodule

===== flow/run.sh =====
#!/bin/bash
# OpenROAD 26Q1-2900-gdf79404cd8, Yosys 0.63+post, stock flow scripts
make -C /OpenROAD-flow-scripts/flow DESIGN_CONFIG=/design/flow/config.mk WORK_HOME=/design/flow/orfs finish

===== flow/config.mk =====
export PLATFORM = sky130hd
export DESIGN_NAME = DataMEM
export DESIGN_NICKNAME = DataMEM
export VERILOG_FILES = /design/flow/design.v
export SDC_FILE = /design/flow/constraint.sdc
export NUM_CORES = 4
export LEC_CHECK = 1
export CORE_UTILIZATION = 50

===== flow/constraint.sdc =====
current_design DataMEM

set clk_period 16.6
set clk_io_pct 0.2

create_clock -name clk0 -period $clk_period [get_ports {CLK}]

set non_clock_inputs [all_inputs -no_clocks]
set_input_delay [expr $clk_period * $clk_io_pct] -clock clk0 $non_clock_inputs
set_output_delay [expr $clk_period * $clk_io_pct] -clock clk0 [all_outputs]

==> results.ini <==
[run_status]
outcome = finished clean

[floorplan]
die_area_um2 = 51640
die_h_um = 227.3
fp_util_pct = 50.67
pin_count = 99
rows = 82
core_area_um2 = 50070
die-width_um = 227.3

[detailed_routing]
drt-total-wl_mm = 134.7
vias = 24870
drtIter0Drc = 3042
vias_per_cell = 7.925
drc = 0
ant_nets = 0
first_pass_iters = 9
routedWlPerCell_um = 42.91

[job]
warning_count = 59
drv_cap = 0

[yosys]
yosysSeqAreaShare_pct = 30.30
synthesis.area_um2 = 25370
ys_types = 78
top_cells_by_area = edfxtp_1 (30%), mux4_2 (21%), mux2i_1 (6.9%)
syn_inst = 2496
synth-main-ff-cell = edfxtp_1
synth-edff-count = 256
ys_cells = 2496
yosysMostFrequentCell = nand2_1
synth.top_cell.area_share_pct = 30.30
ys_area_um2 = 25370
synth_warnings = 5
common_cells = nand2_1 (466), edfxtp_1 (256), mux4_2 (235)
numSynthFlops = 256
yosysTopAreaCell = edfxtp_1
syn_area_per_cell_um2 = 10.16
async_flop_share_pct = 0

[final_layout]
drive_gt1_share_pct = 22.91
fin_util_pct = 55.44
nFillCells = 4268
layoutNonFillerInstCount = 3138
largest_reg_flops = 256
area_delta_synth_final_pct = 9.420

[final_timing]
max_slew_margin_pct = 13.03
drv_slew = 0
fin_crit_sh_pct = 69.01
fin_ws_ps = 5144
fmax_mhz = 87.29
final-setup-viol-count = 0
hold_viol_final = 0
rsz0062_at_grt = false
final.setup.tns_ps = 0
fin_crit_ps = 11460
tightest_slew_ps = 1294

[clock_network]
cts_buffers = 34
cts_max_path_buffers = 3
cts_setup_buffers = 0
cts_tree = yes
ctsHoldBuffers = 0
cts_resized = 0
clockRootBuffer = clkbuf_16
cts.reportedPaths.clkPinSlew_ps = 60
cts_max_level = 2
cts.sinks = 256

[min_path]
holdCritPathClass = input port to register

[power_and_ir_drop]
netSwitchingFraction_pct = 34.26
power_switching_mw = 0.7859
leakage_nw = 9.835
clkPwrFrac_pct = 34.9
p_int_mw = 1.508
combPwrFrac_pct = 29.2
p_seq_share_pct = 35.9
peakVddDrop_uv = 66.74
p_per_area_nw_per_um2 = 82.64

[critical_path]
crit_chain = buf_8, clkinv_2, ha_4, buf_4, buf_4, mux4_2, nand3_1, a21oi_1, a31oi_1, o41ai_1, clkdlybuf4s50_1
worstPathArrival_ps = 8140
cp_data_required_time_ps = 13280
cp-end-kind = output port
critPathMaxFanout = 42
critPathMaxStageDelay_ps = 650
cp_slowest_cell = buf_4
cp-endpoint = DataOut[22]
critical_path.most_common_cell = buf_4
startpoint = DAddr[0]
critPathLaunchType = input port
setup.worst_path.class = input port to output port

[grt]
grt_usage_pct = 56.30
grt_max_degree = 53
antenna_found_initial = 5
grt-ovfl-total = 0
grt_pass1_vias = 23460
grt_pass1_wl_mm = 181.7

[placed_design]
place_inst = 3070
hpwl_mm = 90.57
port_buffers = 70
dp_slack_ps = 5269
gp_congestion = 1.145

## logic make-up after synthesis
kind of cell | synth area share (%)
flops | 30.30
xor+xnor | 0.7102
fa+ha+maj | 0.3946
compound gates | 15.96
simple gates | 13.88
buf+inv | 4.769
mux | 33.98
## stage by stage
stage	power, mW	area, um^2	hold WS [ps]
final	2.294	27760	3814
after global routing	2.316	27740	3850
after CTS	2.239	27740	3783
after detailed placement	1.454	26560	4361
after global placement	1.448	26560	4357
after floorplan	1.165	25370	3514
## area by class of cell
type,count,area (um^2),share of cell area (%)
Antenna cell,9,22.52,0.08113
Clock buffer,38,887.1,3.196
Clock inverter,21,294.0,1.059
Inverter,5,20.02,0.07212
Multi-Input combinational cell,1961,16520,59.51
Sequential cell,256,7687,27.69
Tap cell,672,840.8,3.029
Timing Repair Buffer,176,1488,5.359
## power by group through the flow
| stage | logic, mW | clock network (mW) | registers, mW |
|---|---|---|---|
| CTS | 0.629 | 0.796 | 0.814 |
| global route | 0.676 | 0.818 | 0.822 |
| finish | 0.669 | 0.802 | 0.824 |
## worst max-delay path, delay by kind of cell
kind	cells	cell delay, ps
adder cells (fa/ha/maj)	1	590
buffers and inverters	5	2590
multiplexers	1	560
AND-OR/OR-AND	3	850
AND/OR/NAND/NOR	1	90
## metal layers
metal | GRT usage [%] | up-vias | wire [um]
li1 | - | 9778 | -
met1 | 66.92 | 12020 | 42870
met2 | 68.70 | 2464 | 51740
met3 | 46.71 | 556 | 28210
met4 | 30.57 | 50 | 10040
met5 | 27.51 | - | 1812
## how the worst min path moves through the flow
stage         startpoint         to  slack [ps]  depth (start not counted)
CTS           DataIn[14]  ram[0][6]        3780                          4
global route  DataIn[14]  ram[0][6]        3850                          4
finish        DataIn[14]  ram[0][6]        3810                          4
## layout by cell type (no fill, tap or decap), drive strengths merged, types with 6 or more instances in the layout
cell type      synthesis  routed
nand2                471     471
edfxtp               256     256
mux4                 237     237
o21ai                208     208
mux2i                175     175
nor2                 153     153
a221oi               136     136
mux2                 132     132
buf                  115     111
o31ai                 74      74
clkdlybuf4s50          0      65
o22ai                 64      64
nand3                 62      62
and3                  42      42
clkbuf               159      38
a21oi                 24      24
a22oi                 16      16
nor3                  16      16
a211oi                14      14
nand4                 13      13
a31oi                 12      12
xnor2                 10      10
diode                  0       9
clkinv                 1       9
or3                    8       8
nand4b                 8       8
ha                     8       8
and2                   7       7
bufinv                 0       7
a32oi                  6       6
clkinvlp               0       6
Power and IR drop assume default switching activity.
